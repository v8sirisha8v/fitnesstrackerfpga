### ./design.v
`timescale 1ns / 1ps
module bcd_1digit(
    input [3:0] bcd,
    output reg [7:1] seven
    );
    always @(bcd) begin
        case (bcd)
            0: seven = 7'b1000000;
            1: seven = 7'b1111001;
            2: seven = 7'b0100100;
            3: seven = 7'b0110000;
            4: seven = 7'b0011001;
            5: seven = 7'b0010010;
            6: seven = 7'b0000010;
            7: seven = 7'b1111000;
            8: seven = 7'b0000000;
            9: seven = 7'b0011000;
            10: seven = 7'b1110111;
            default: seven = 7'b1111111;
        endcase
    end
endmodule
module bcd_4digit(
    input clk, reset, dot,
    input [15:0] bcd,
    output [7:1] C,
    output reg DP,
    output reg [3:0] AN
);
    reg [16:0] counter;
    reg [3:0] select_bcd;
    reg [1:0] counter2;
    bcd_1digit bd (
        .bcd(select_bcd),
        .seven(C)
    );
    always @(posedge clk) begin
        if (reset) begin
            counter <= 17'd0;
            counter2 <= 2'd0;
        end else begin
            if (counter <= 17'd100000) begin
                counter <= counter + 1;
            end else begin
                counter <= 17'd0;
                if (counter2 < 2'd3) begin
                    counter2 <= counter2 + 1;
                end else begin
                    counter2 <= 2'd0;
                end
            end
        end
    end
    always @(*) begin
        case (counter2)
            2'd0: begin
                AN = 8'b11111110;
                select_bcd = bcd[3:0];
                DP = 1;
                end
            2'd1: begin
                AN = 8'b11111101;
                select_bcd = bcd[7:4];
                DP = ~dot;
                end
            2'd2: begin
                AN = 8'b11111011;
                select_bcd = bcd[11:8];
                DP = 1;
                end
            2'd3: begin
                AN = 8'b11110111;
                select_bcd = bcd[15:12];
                DP = 1;
                end
            default: begin
                AN = 8'b1111_1111;
                select_bcd = 4'd0;
                DP = 1;
                end
        endcase
    end
endmodule
### ./run.sh
#!/bin/bash
# OpenROAD 26Q1-2900-gdf79404cd8, Yosys 0.63+post, stock flow scripts
make -C /OpenROAD-flow-scripts/flow DESIGN_CONFIG=/design/flow/config.mk WORK_HOME=/design/flow/orfs finish
### ./config.mk
export PLATFORM = sky130hd
export DESIGN_NAME = bcd_4digit
export DESIGN_NICKNAME = bcd_4digit
export VERILOG_FILES = /design/flow/design.v
export SDC_FILE = /design/flow/constraint.sdc
export NUM_CORES = 4
export LEC_CHECK = 1
export CORE_AREA = 10 10 106 106
export DIE_AREA = 0 0 116 116
### ./constraint.sdc
current_design bcd_4digit

set clk_period 4.2
set clk_io_pct 0.2

create_clock -name clk0 -period $clk_period [get_ports {clk}]

set non_clock_inputs [all_inputs -no_clocks]
set_input_delay [expr $clk_period * $clk_io_pct] -clock clk0 $non_clock_inputs
set_output_delay [expr $clk_period * $clk_io_pct] -clock clk0 [all_outputs]
==> flow_summary.toml <==
# synthesis and place-and-route metrics
[run_status]
status = "finished clean"

[global_routing]
grt_util_all_layers_pct = 4.73
antenna_found_initial = 0
grt-ovfl-total = 0
grt_first_pass_wirelength_um = 5380
grt_pass1_vias = 1108
grt_max_degree = 17

[detailed_routing]
drc = 0
via_per_inst = 3.97
drtIter0Drc = 58
wire_per_inst_um = 10.4
routed_wl_um = 3040
postRouteAntennaNets = 0
first_pass_iters = 4
vias = 1158
diodes = 0

[final_timing]
setup_viol = 0
max_freq_mhz = 270
rsz0062_at_grt = "no"
finalHoldViolCount = 0
holdWs_ns = 0.473
fin_ws_ns = 0.494
fin_crit_ns = 3.71
tightest_slew_ns = 0.733
finalCritPeriodShare_pct = 88.2
setup_tns_ns = 0
slew_headroom_pct = 51.2
skew_ns = 0.00408
slew_violations = 0

[run]
maxCapViolCount = 0
warnings = 32

[worst_setup_path]
rr_endpoint = "counter[16]"
cpMaxStageDelayCell = "clkdlybuf4s50_1"
crit_chain = "clkdlybuf4s50_1, a222oi_1, a21oi_1, inv_1, ha_1, mux2i_1, a21oi_1, clkdlybuf4s50_1"
start_kind = "input pin"
worstPathArrival_ns = 2.87
setup.worst_path.start = "bcd[12]"
cp_max_fo = 5
critical-path-max-stage-delay_ns = 0.48
r2r_start = "counter[7]"
crit_end = "C[4]"
ff2ff_setup_slack_ns = 2.18
worstPathRequired_ns = 3.36
setup.worst_path.class = "input pin to output port"
crit_cells = 8
ff2ff_path_depth = 4
cp_top_family = "buffers and inverters"
endpoint_kind = "output port"
path_buffers = 3

[synthesis]
avgSynthCellArea_sq_um = 8.36
synth_top_area_share_pct = 29.9
synth.distinct_cells = 36
yosys-top-cells-area = "dfxtp_1 (30%), ha_1 (9.8%), mux2i_1 (4.7%)"
ys.flops = 19
ff_type = "dfxtp_1"
ys_sh_aoi_pct = 14.4
mux_share_pct = 6.50
ys_top_logic_family = "simple AND/OR/NAND/NOR gates"
ys_cells = 152
edf_count = 0
xor_area_share_pct = 7.58
yosys_area_sq_um = 1270
synthSimpleGateAreaFrac_pct = 25.8
ys_seq_share_pct = 29.9
ys_async_sr_fraction_pct = 0
yosysTopAreaCell = "dfxtp_1"
synthCells = 152
ys_sh_adder_pct = 9.84
synth_warnings = 2
syn-cell-area_sq_um = 1270

[final_layout]
drive_gt1_share_pct = 5.43
lay_top_count = "clkdlybuf4s50_1"
synthToLayoutAreaGrowth_pct = 36.5
finalNonFillerCells = 292
lay_top_cells = "clkdlybuf4s50_1 (30), dfxtp_1 (19), inv_1 (15), nand2_1 (14), nor2_1 (14)"

[placement]
dp_hpwl_um = 2460
gp_congestion = 0.781
dp_slack_ns = 0.477
placed_cells = 288
port_buffers = 30

[floorplanning]
io_pins = 31
die-area_sq_um = 13500
coreArea_sq_um = 8850
die_x_um = 116
initCoreUtil_pct = 14.4
rows = 34
fp.dieH_um = 116

[power]
power_uw = 365
p_per_area_nw_per_um2 = 210
leakage_uw = 0.000613
vdd_drop_max_uv = 103

[clock_network]
holdBufCountCts = 0
cts_tree = "yes"
cts_resized = 0
cts_made_buffers = 3
cts_root_buffer = "clkbuf_8"
clkLatencyLatePin_ns = 0.25
clockBufferDepth = 2
cts_sinks = 19
clkSlewWorstSetupHoldPaths_ns = 0.07
htreeDepth = 1
cts_setup_buffers = 0

[worst_hold_path]
min_path_type = "flop to flop"
-- synth_stat cells (all sizes together), types with 4 or more instances --
library cell and n:
a21oi 9, and3 4, dfxtp 19, ha 10, inv 15, mux2i 6, nand2 14, nand3 4
nand4 6, nor2 14, nor3 5, o21ai 4, or3 4, xnor2 6, xor2 5
-- registers in the layout, summed over array words and instances (netlist names) --
name and cells:
counter2 2, counter 17
-- final cells by class --
cell class	instances	area, sq um
Sequential cell	19	380
Fill cell	979	7110
Inverter	16	60.1
Tap cell	108	135
Clock buffer	4	45.0
Timing Repair Buffer	30	300
Multi-Input combinational cell	115	815
-- how the worst min path moves through the flow --
stage          start          to  slack, ns  depth (start not counted)
5_1_grt   counter[0]  counter[0]       0.50                          1
6_report  counter[0]  counter[0]       0.47                          1
4_1_cts   counter[0]  counter[0]       0.48                          1
-- layer usage --
layer	GRT usage [%]	share of wire (%)	wire length (um)	vias up
li1	-	-	-	600
met1	6.34	46	1390	544
met2	7.89	49	1490	12
met3	0.994	3.7	112	2
met4	0.584	1.2	37	0
met5	0	0	0	-
-- power breakdown --
group          total [uW]  internal (uW)  switching [uW]
combinational        54.5           34.6            19.9
sequential            185            183            2.56
clock                 126           67.4            58.1
total                 365            285            80.6
-- per-stage QoR --
stage               instance area (sq um)  util (%)
finish                               1740      19.6
global route                         1740      19.6
CTS                                  1740      19.6
detailed placement                   1690      19.1
global placement                     1690      19.1
floorplan                            1270         -
-- logic make-up (layout without fill, tap and decap cells) --
family,count (synthesis),in the layout
AND/OR/NAND/NOR,61,61
AND-OR/OR-AND,25,25
flip-flops,19,19
buffers and inverters,18,50
XOR/XNOR,11,11
adder cells (fa/ha/maj),10,10
multiplexers,8,8
Power figures rest on the tool's default switching activity, not on a simulated workload.
