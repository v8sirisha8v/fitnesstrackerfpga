$ cat /design/flow/design.v
module pulse_generator (
    input wire clk,              
    input wire reset,            
    input wire [1:0] MODE,       
    input wire START,           
    input wire STOP,            
    output reg pulse_out   
);
    reg en;
    reg [27:0] counter;
    reg [1:0] check_mode;
    reg [27:0] threshold;
    always@(posedge clk) begin
         case (MODE)
                2'b00: threshold <= 28'd3125000;           
                2'b01: threshold <= 28'd1562500;     
                2'b10: threshold <= 28'd781250;      
                2'b11: threshold <= 0;               
          endcase
    end
    always @(posedge clk) begin
        if (START)
            en <= 1;
        else if (STOP)
            en <= 0;
        else if (reset)
            en <= 0;
    end 
    always @(posedge clk) begin
        if (reset || (en && (check_mode != MODE))) begin
            check_mode <= MODE;
            counter <= 0; 
            pulse_out <= 0; 
        end  
        else if (en) begin
            if (check_mode == 2'b11) begin
                pulse_out <= 0;
            end
            else if (counter < threshold) begin  
                pulse_out <= 0;
                counter <= counter + 1;
            end
            else begin
                pulse_out <= 1;  
                counter <= 0;                
            end
        end
    end
endmodule
$ cat /design/flow/constraint.sdc
current_design pulse_generator

set clk_period 3.8
set clk_io_pct 0.2

create_clock -name clk0 -period $clk_period [get_ports {clk}]

set non_clock_inputs [all_inputs -no_clocks]
set_input_delay [expr $clk_period * $clk_io_pct] -clock clk0 $non_clock_inputs
set_output_delay [expr $clk_period * $clk_io_pct] -clock clk0 [all_outputs]
$ cat /design/flow/run.sh
#!/bin/bash
# OpenROAD 26Q1-2900-gdf79404cd8, Yosys 0.63+post, stock flow scripts
make -C /OpenROAD-flow-scripts/flow DESIGN_CONFIG=/design/flow/config.mk WORK_HOME=/design/flow/orfs finish
$ cat /design/flow/config.mk
export PLATFORM = sky130hd
export DESIGN_NAME = pulse_generator
export DESIGN_NICKNAME = pulse_generator
export VERILOG_FILES = /design/flow/design.v
export SDC_FILE = /design/flow/constraint.sdc
export NUM_CORES = 4
export LEC_CHECK = 1
export CORE_UTILIZATION = 40
==> reports/writeup.txt <==
After synthesis, the netlist uses 38 different library cells. Number of CTS-inserted buffers: 5. The clock reaches the later pin of the worst-skew pair after 300 ps. The final weighted congestion recorded by global placement is 0.810.

The run gives 33.0% for the proportion of synthesized chip area in sequential cells. The share of Yosys cell area claimed by the top area cell type was 30.5%. The worst hold path belongs to the class reg -> reg. The run gives 0 as the initial antenna violation count.

The worst setup path is captured at a register. Looking at the post-CTS report, the setup buffer insertion count equals 0. Number of enable-type register cells in the synthesized netlist: 2. The total of warnings raised by yosys is 1. The run gives 2 for the number of buffers between clock root and the deepest sink. Largest area contributor in the netlist: dfxtp_1.

After synthesis the cells add up to 0.00243 sq mm. The number of hold buffers added after CTS came out at 0. For this block, wires on met1 add up to 2340 um.

The core region is 0.00589 sq mm. Post-synthesis average cell area: 9.91 sq um. The startpoint of the tightest hold check path was en$_SDFFE_PP1P_. Per STA, the startpoint of the critical path is threshold[20]$_DFF_P_.

Looking at the reg2reg group, the worst path ends at counter[22]$_SDFFE_PP0P_. Of all flip-flops after synthesis, the portion carrying an async set or reset was 0%. The most numerous cell in the Yosys netlist was dfxtp_1. The first global-routing pass estimated 7890 um of wire. Per report_power, the combinational group accounts for 8.3% of the total. In this run the core area contains 28 standard-cell rows. With the leakage power total at 1.02 nW, the maximum fanout encountered on the critical timing path is 19.

The logs give 0 for the tally of nets with antenna violations remaining after routing and 0.197 mW for the net switching power figure. After technology mapping, the gate count stands at 245. For the sequential share of power, the log shows 55.4%. For reference, the top cells by area after synthesis are dfxtp_1, ha_1, nor3_2. The commonest register cell after synthesis was dfxtp_1.

Total global-route track usage over all layers is 16.0%. In this run, the synthesized area fraction spent on xor and xnor cells is recorded as 10.5%. The combinational cell area excluding buffers and inverters came out at 0.00152 sq mm.

The worst setup path is launched from a register. The highest clock rate this design can be run at is 423 MHz. In this run the vertical extent of the chip is 79.9 um. The run gives 41.2% as the effective utilization at floorplan. The amount of wire on met2 after detailed routing is 1890 um, and the post-detailed-routing wire length is 4390 um.

The final antenna diode tally reported by the flow is 0. For reference, the top logic cell family by area is simple AND/OR/NAND/NOR gates. Summing the areas of all fa, ha and maj instances in the mapped netlist gives 11.9% of the synthesized area. The run gives 0 for the number of endpoints with negative hold slack in the final report.

For the worst flop-to-flop path, the logic depth is 8. The clock input transition at the sequential cells of the worst setup and hold paths is 80 ps, and the deepest level of the CTS H-tree is 2. The final clock period utilization by the worst path was 62.2%; the post-detailed-route DRC marker count was 0.

After detailed routing, the number of vias per cell comes to 5.00. The run gives 0 ps as the final-layout setup total negative slack. TritonCTS built the clock tree. The tools report the sequential cell area in the final layout as 801 sq um. Across all checked pins, the minimum headroom to the slew limit is 47.1%. Looking at the max-slew report, the worst-margin pin has a slew of 791 ps. For this design the ratio of total power to cell area is 291 mW/mm^2. Entering global routing, the biggest net connects 29 pins. The setup clock skew after layout is 8.45 ps.

In the power breakdown, the internal column shows 0.574 mW. The synthesis stat section lists a flop and latch total of 39. The run gives 0 as the overall overflow remaining after global route.

For the worst reg-to-reg path, the startpoint reported by OpenROAD is threshold[20]$_DFF_P_. Counting I/O delays and the setup requirement, the final critical path takes 2360 ps. The logs give 0 for the number of violations of the max-capacitance limit and 2530 ps for the signal arrival time at the worst endpoint.

In the final layout, the share of cells above drive strength 1 is 21.7%. The number of buffers inserted by port buffering works out to 6. According to the CTS report, the clock sink count is 39. The die covers 0.00638 sq mm.

The fraction of the mapped netlist area in compound gates works out to 6.34%. Summed over all nets, wire length on met3 after detailed routing comes to 94 um. The register-to-register setup slack was 1440 ps; the total iterations of the first detailed-routing run was 6. The run gives 559 as the number of fill cells.

The cell at the root of the clock tree is clkbuf_8. With the clock share of power at 36.3%, the final number of max-transition violations is 0. The run finished with clean final reports. The share of cell area taken by muxes after synthesis was 0.412%; the number of instances on the worst hold path was 1. Setup repair after global routing left no endpoint under its margin. Pin placement for this block handled 7 I/O pins. The setup violation total in the final timing report was 0.

The report lists the number of cells resized after CTS as 0. Net switching is 25.6% of the power. The run gives 0.771 mW for the post-route total power. Ranked by instance count, the synthesized netlist is headed by dfxtp_1, nor3_2, ha_1. The routed layout has 1641 vias. Maximum vdd drop: 0.000217 V. From left edge to right edge, the die measures 79.9 um. Per the log, the first TritonRoute iteration ended with a DRC count of 64.

Chip area in the Yosys report: 0.00243 sq mm. Routed signal wires occupy layers up through met4. STA puts the critical path data required time at 3970 ps. Endpoint of the worst hold-timing path: en$_SDFFE_PP1P_. The number of cell instances after yosys synthesis is 245.

Number of global-route vias before repair: 1625. Looking at the setup timing report, the critical path kind is reg -> reg. With the final routed wire length divided by cell count at 13.4 um, the count of warning messages emitted by the tools is 28. The area growth from synthesis to layout is 9.28%. In this run, the synthesized area fraction spent on and/or/nand/nor cells is recorded as 32.9%.

According to the dpl log, the detail-placed design has an HPWL of 3200 um.
-- state kept, by name (all words and copies together), names as in the netlist --
register,count
pulse_out,1
threshold,7
en,1
counter,28
check_mode,2
-- area by class of cell --
cell class	count	area share, %
clock buffers	5	2.59
clock inverters	3	0.755
multi-input cells	181	57.4
repair buffers	10	3.40
flip-flops and latches	39	30.2
inverters	15	2.12
well taps	75	3.54
-- per-stage QoR --
step | utilization [%] | setup slack (ps) | cells | hold WS (ps) | instance area, sq um
2_1_floorplan | - | 1920 | 245 | 478 | 2430
3_3_place_gp | 43.6 | 1320 | 320 | 539 | 2560
3_5_place_dp | 43.6 | 1250 | 320 | 539 | 2560
4_1_cts | 45.1 | 1410 | 328 | 556 | 2650
5_1_grt | 45.1 | 1280 | 328 | 582 | 2650
6_report | 45.1 | 1440 | 328 | 549 | 2650
-- worst max path at each step --
stage / end / slack (ps) / cells past startpoint
after CTS: counter[22]$_SDFFE_PP0P_ / 1410 / 8
final: counter[22]$_SDFFE_PP0P_ / 1440 / 8
after global routing: counter[22]$_SDFFE_PP0P_ / 1280 / 8
-- critical path: stages (launching register included) --
cell	delay, ps
dfxtp_1	310
inv_1	90
ha_1	310
nand3_1	80
nor2_1	180
nand4_1	170
a21oi_4	660
buf_4	350
nor3_2	70
-- logic make-up after synthesis --
group           count (synthesis)
fa+ha+maj                      23
simple gates                  104
xor+xnor                       29
compound gates                 24
flops                          39
mux                             1
buf+inv                        25
-- layer usage --
layer | up-vias | track usage, %
met3 | 9 | 2.55
met4 | 0 | 1.79
met5 | - | 0
li1 | 879 | -
met2 | 12 | 24.5
met1 | 741 | 24.9
-- cell usage in the layout, fill, tap and decap left out, types with 2 or more instances in the layout --
master / instances
clkdlybuf4s50_1: 6
and4_1: 2
nor3_2: 26
edfxtp_1: 2
nor4_4: 7
dfxtp_1: 37
a21oi_1: 11
nand3_1: 13
xnor2_1: 22
inv_1: 15
nor2_1: 10
xor2_1: 7
or2_2: 2
and2_1: 3
nand4_1: 7
clkinvlp_4: 2
ha_1: 23
or3_1: 2
nor3_1: 9
o21ai_0: 3
buf_4: 4
clkbuf_8: 5
nand2_1: 15
or2_1: 2
nor4_1: 2
-- power by group through the flow --
stage	Sequential [mW]	Clock (mW)	Combinational (mW)
after CTS	0.427	0.291	0.0653
after global routing	0.429	0.309	0.0743
final	0.427	0.280	0.0641
No activity file was given, so power comes from the tool's default toggle rates.
