## design/flow/constraint.sdc

```tcl
current_design rotation_module

set clk_period 4.8
set clk_io_pct 0.2

create_clock -name clk0 -period $clk_period [get_ports {clk100Mhz}]

set non_clock_inputs [all_inputs -no_clocks]
set_input_delay [expr $clk_period * $clk_io_pct] -clock clk0 $non_clock_inputs
set_output_delay [expr $clk_period * $clk_io_pct] -clock clk0 [all_outputs]
```

## design/flow/design.v

```verilog
module rotation_module (
    input clk100Mhz,
    input rst,
    input [15:0] bcd_step_count,
    input [15:0] bcd_distance,
    input [1:0]  bcd_mode,
    output reg [15:0] display_bcd,
    output reg dp
);
    parameter SHOW_STEP = 2'b00;  
    parameter SHOW_DIST = 2'b01;  
    parameter SHOW_MODE = 2'b10;  
    reg [1:0] state;
    reg [27:0] counter;
    reg [15:0] new_dist;
    always @(posedge clk100Mhz) begin
        if (rst) begin  
            counter <= 0;
            state <= SHOW_STEP;
        end else begin
            if (counter >= 200_000_000) begin   
                counter <= 0;
                case (state)
                    SHOW_STEP: state <= SHOW_DIST; 
                    SHOW_DIST: state <= SHOW_MODE;
                    SHOW_MODE: state <= SHOW_STEP;
                    default:   state <= SHOW_STEP;
                endcase
            end else begin
                counter <= counter + 1;  
            end
        end
    end
    always @(*) begin
        case (state)
            SHOW_STEP: begin
                display_bcd = (bcd_step_count > 16'h270F) ? 16'h9999 : bcd_step_count;  
                dp = 0;
            end
            SHOW_DIST: begin
                display_bcd = bcd_distance;  
                dp = 1;
            end
            SHOW_MODE: begin
                display_bcd = {12'b0, bcd_mode};  
                dp = 0;
            end
            default: begin
                display_bcd = 0;
                dp = 0;
            end
        endcase
    end
endmodule
```

## design/flow/run.sh

```bash
#!/bin/bash
# OpenROAD 26Q1-2900-gdf79404cd8, Yosys 0.63+post, stock flow scripts
make -C /OpenROAD-flow-scripts/flow DESIGN_CONFIG=/design/flow/config.mk WORK_HOME=/design/flow/orfs finish
```

## design/flow/config.mk

```make
export PLATFORM = sky130hd
export DESIGN_NAME = rotation_module
export DESIGN_NICKNAME = rotation_module
export VERILOG_FILES = /design/flow/design.v
export SDC_FILE = /design/flow/constraint.sdc
export NUM_CORES = 4
export LEC_CHECK = 1
export CORE_AREA = 10 10 101 101
export DIE_AREA = 0 0 111 111
```

==> results.sh <==
# physical design summary
export IMPL_startpoint_type="input pin"
export IMPL_crit_slowest_cell="clkdlybuf4s50_1"
export IMPL_finalHoldViolCount=0
export IMPL_crit_cells=7
export IMPL_first_pass_iters=4
export IMPL_ys_types=37
export IMPL_crit_start="bcd_step_count[7]"
export IMPL_ys_ff=31
export IMPL_max_stage_delay_ns=0.47
export IMPL_async_flop_share=0
export IMPL_holdPathStages=2
export IMPL_cts_tree="done"
export IMPL_cts_hold_buf=0
export IMPL_skew_ns=0.00610
export IMPL_r2r_start="counter[18]$_SDFF_PP0_"
export IMPL_warning_count=27
export IMPL_drc=0
export IMPL_synth_area_per_cell_um2=8.28
export IMPL_n_antenna_cell=0
export IMPL_io_pins=53
export IMPL_tightest_slew_ns=0.767
export IMPL_postCtsResizedCells=0
export IMPL_numCtsBuffers=5
export IMPL_fp_util=0.214
export IMPL_die_w_um=111
export IMPL_ys_warn_count=1
export IMPL_dp_cells=357
export IMPL_period_used=0.846
export IMPL_hold_path_class="reg -> reg"
export IMPL_ff_type="dfxtp_1"
export IMPL_areaGrowthSynthToFinish_pct=40.2
export IMPL_grt_max_degree=20
export IMPL_fmax_mhz=246
export IMPL_endpoint_kind="primary output"
export IMPL_crit_top_cell="clkdlybuf4s50_1"
export IMPL_mi_logic_area_mm2=0.00104
export IMPL_rsz0062_at_grt="false"
export IMPL_path_class="in -> out"
export IMPL_drive_gt1_frac=0.0615
export IMPL_setup_violations=0
export IMPL_crit_required_ns=3.84
export IMPL_antenna_found_initial=0
export IMPL_path_max_fanout=9
export IMPL_root_buffer="clkbuf_8"
export IMPL_fin_tns_setup_ns=0
export IMPL_regArea_um2=621
export IMPL_ff2ff_setup_slack_ns=2.63
export IMPL_gr_total_overflow=0
export IMPL_wl_per_cell_um=12.9
export IMPL_run_status="complete, no violations"
export IMPL_ys_seq_frac=0.357
export IMPL_regToRegEndpoint="counter[20]$_SDFF_PP0_"
export IMPL_slew_violations=0
export IMPL_post_dp_hpwl_mm=3.56
export IMPL_path_buffers=3
export IMPL_drt_total_wl_mm=4.71
export IMPL_fill_cells=856
export IMPL_relSlewSlack=0.486
export IMPL_power_density_mw_per_mm2=211
export IMPL_cap_viol_max_count=0
export IMPL_grtUsageTotal=0.0726
export IMPL_path_clk_slew_ns=0.06
export IMPL_die_y_um=111
export IMPL_yosys_area_mm2=0.00174
export IMPL_rr_worst_depth=5
export IMPL_io_buffers=52
export IMPL_instances_no_fill=365
export IMPL_place_gp_congestion=0.802
export IMPL_grt_pass1_wl_mm=7.89
export IMPL_htree_levels=2
export IMPL_drtIter0Drc=66
export IMPL_row_count=33
export IMPL_holdPathEnd="counter[27]$_SDFF_PP0_"
export IMPL_via_per_inst=4.82
export IMPL_synth_edff_count=0
export IMPL_hp_start="counter[27]$_SDFF_PP0_"
export IMPL_drtAntennaViolNets=0
export IMPL_post_cts_buffers=0
export IMPL_clock_latency_ns=0.28
export IMPL_clock_path_buffers=2
export IMPL_fin_crit_ns=4.06
export IMPL_cp_cell_sequence="clkdlybuf4s50_1, nor4_1, o21ai_0, a21oi_1, buf_4, a32o_1, clkdlybuf4s50_1"
export IMPL_syn_inst=210
export IMPL_grt_pass1_vias=1747
export IMPL_die_area_mm2=0.0123
export IMPL_critPathTopFamily="buffers and inverters"
export IMPL_p_leak_nw=0.776
export IMPL_coreArea_mm2=0.00813
export IMPL_arrival_ns=3.10
export IMPL_syn_area_mm2=0.00174
export IMPL_ys_cells=210
export IMPL_peakVddDrop_uv=76.0
export IMPL_vias=1758
export IMPL_cts_sinks=31
worst max path at each step:
| stage | endpoint |
|---|---|
| after CTS | display_bcd[6] |
| after global routing | display_bcd[6] |
| final | display_bcd[6] |
layout make-up:
cell class,count,share of cell area
multi-input cells,161,0.428
inverters,6,0.00924
flip-flops and latches,31,0.255
repair buffers,54,0.220
well taps,105,0.0539
clock buffers,6,0.0298
clock inverters,2,0.00513
state kept, by name, summed over array words and instances, names as in the netlist:
name	flops
state	3
counter	28
report_power, final:
part | internal (W) | leakage (nW) | switching (W)
sequential | 0.000259 | 0.250 | 0.00000284
combinational | 0.0000393 | 0.484 | 0.0000167
clock | 0.000101 | 0.0412 | 0.0000957
total | 0.000400 | 0.776 | 0.000115
layer usage:
layer	up-vias	GRT usage	wire, um
met2	63	0.106	1930
met3	4	0.0482	661
li1	903	-	-
met4	0	0.0104	42
met5	-	0	0
met1	788	0.0888	2080
cell usage after synthesis, drive strengths merged (7+ instances only):
library cell	count	share of area
o31ai	11	0.048
xnor2	9	0.045
o21ai	10	0.029
dfxtp	31	0.36
clkbuf	11	0.024
a21oi	15	0.043
nand2	14	0.030
nand3	14	0.048
nor2	17	0.037
or4	14	0.063
nand4	7	0.025
worst min-delay path: stages, from the launching register on:
cell and delay, ns:
dfxtp_1 0.32, inv_1 0.05, a21oi_1 0.05
cell usage in the layout, fill, tap and decap left out, types with 2 or more instances in the layout:
cell / count
dfxtp_1: 31
o21ai_0: 10
nand3_1: 13
nand4_1: 7
o31ai_1: 11
a22oi_1: 6
a211oi_1: 2
a32o_1: 6
clkbuf_8: 5
o41ai_1: 2
nor4_1: 6
and3_1: 4
or3b_2: 2
mux2i_1: 3
buf_4: 2
nor2_1: 17
or4_1: 13
xnor2_1: 9
xor2_1: 3
and2_1: 2
ha_1: 2
nand2_1: 14
or3_1: 2
inv_1: 6
clkdlybuf4s50_1: 52
a21oi_1: 15
cells by family after synthesis:
| group | after synthesis | share of synthesized area |
|---|---|---|
| multiplexers | 3 | 0.0173 |
| XOR/XNOR | 12 | 0.0605 |
| adder cells (fa/ha/maj) | 2 | 0.0144 |
| buffers and inverters | 18 | 0.0432 |
| AND-OR/OR-AND | 58 | 0.228 |
| flip-flops | 31 | 0.357 |
| AND/OR/NAND/NOR | 86 | 0.279 |
per-stage QoR:
| stage | instance area, um^2 | hold slack, ns | util | worst slack, ns | total power [W] |
|---|---|---|---|---|---|
| floorplan | 1740 | 0.434 | - | 1.81 | 0.000281 |
| global placement | 2350 | 0.458 | 0.289 | 0.734 | 0.000324 |
| detailed placement | 2350 | 0.459 | 0.289 | 0.702 | 0.000325 |
| CTS | 2440 | 0.470 | 0.300 | 0.689 | 0.000523 |
| global route | 2440 | 0.485 | 0.300 | 0.534 | 0.000539 |
| finish | 2440 | 0.472 | 0.300 | 0.738 | 0.000515 |
No activity file was given, so power comes from the tool's default toggle rates.
